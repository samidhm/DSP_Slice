$ cat ./config.mk
export PLATFORM = sky130hd
export DESIGN_NAME = dsp_slice
export DESIGN_NICKNAME = dsp_slice
export VERILOG_FILES = /design/flow/design.v
export SDC_FILE = /design/flow/constraint.sdc
export NUM_CORES = 4
export LEC_CHECK = 1
export CORE_UTILIZATION = 30
$ cat ./constraint.sdc
current_design dsp_slice

set clk_period 16.5
set clk_io_pct 0.2

create_clock -name clk0 -period $clk_period [get_ports {clk}]

set non_clock_inputs [all_inputs -no_clocks]
set_input_delay [expr $clk_period * $clk_io_pct] -clock clk0 $non_clock_inputs
set_output_delay [expr $clk_period * $clk_io_pct] -clock clk0 [all_outputs]
$ cat ./design.v
module pre_adder( mode, dir, a, b , c);
input mode;
input dir;
input [8-1 : 0] a;
input [8-1 : 0] b;
input [8-1 : 0] c;
assign c = mode ? ( dir ? a-b: a+b) : a ;
endmodule
module multiplier(a,b,c);
input [8-1 : 0] a;
input [8-1 : 0] b;
input [2*8-1 : 0] c;
assign c=a*b;
endmodule
module multiplier_1(en, a,b,c);
input en;
input [8-1 : 0] a;
input [8-1 : 0] b;
input [2*8-1 : 0] c;
assign c= en ? a*b : a;
endmodule
module adder_subtractor(sub,a,b,c);
input sub;
input [2*8-1 : 0] a;
input [2*8-1 : 0] b;
input [2*8-1 : 0] c;
assign c = sub ? a-b: a+b;
endmodule
module inverse ( negate, a, b);
input negate;
input [2*8-1 : 0] a;
output [2*8-1 : 0] b;
assign b = negate ? ~a + 1: a;
endmodule
module chainout_add_acc(accumulate, negate, data_1, chainin, data_2, data_out);
input accumulate;
input negate;
input [4*8-1 : 0]data_1;
input [2*8-1 : 0]chainin;
input [2*8-1 : 0]data_2;
output [4*8-1 : 0]data_out;
assign data_out = accumulate ? data_1 + data_2 : ( negate ? data_2 + chainin : data_1 );
endmodule 
module dsp_slice(
	clk,
	enable,
	clr,
	loadconst,
	accumulate,
	negate,
	sub,
	ay,
	az,
	ax,
	by,
	bz,
	bx,
	scanin,
	chainin,
	scanout,
	chainout,
	resulta,
	resultb,
	func,
	muxsel,
	constant
);
input clk;
input enable;
input clr;
input loadconst;
input accumulate;
input negate;
input sub;
input [8-1:0] ay;
input [8-1:0] az;
input [8-1:0] ax;
input [8-1:0] by;
input [8-1:0] bz;
input [8-1:0] bx;
input [8-1:0]scanin;
input [2*8-1:0]chainin;
output [8-1:0]scanout;
output [2*8-1:0]chainout;
output [2*8-1:0] resulta;
output [2*8-1:0] resultb;
input [1:0]func;
input [7:0]muxsel;
input [4*8-1:0]constant;
wire mux1_select;
wire mux2_select;
wire mux3_select;
wire mux4_select; 
wire mux5_select;
wire mux6_select;
wire mux7_select;
wire mux8_select;
wire mux9_select;
assign mux1_select=muxsel[0];
assign mux5_select=muxsel[4];
wire [8-1:0] mux1_out;
wire [8-1:0] mux2_out;
wire [8-1:0] mux3_out;
wire [8-1:0] mux4_out;
wire [8-1:0] mux5_out;
wire [8-1:0] mux6_out;
wire [8-1:0] mux7_out;
wire [8-1:0] mux8_out;
wire mult2_en;
assign mult2_en= !func[0];
assign mux9_select= func[1];
reg [8-1:0] mux1_out_flopped;
reg [8-1:0] az_flopped;
reg [8-1:0] ax_flopped;
reg [8-1:0] mux2_out_flopped;
reg [8-1:0] mux5_out_flopped;
reg [8-1:0] bz_flopped;
reg [8-1:0] bx_flopped;
reg [8-1:0] mux6_out_flopped;
reg [7:0] muxsel_flopped;
assign mux1_out = mux1_select ? ay: scanin;
always @(posedge clk) begin
	if (clr) begin
		muxsel_flopped <= 8'd0;
    	end else begin
      		muxsel_flopped<=muxsel;
    	end
end
assign mux2_select=muxsel[1];
assign mux3_select=muxsel[2];
assign mux4_select=muxsel[3];
assign mux6_select=muxsel[5];
assign mux7_select=muxsel[6];
assign mux8_select=muxsel[7];
always @(posedge clk) begin
	if (clr) begin
		mux1_out_flopped <= 0;
    	end else begin
      		mux1_out_flopped<=mux1_out;
    	end
end
assign mux2_out = mux2_select ? mux1_out_flopped: mux1_out;
always @(posedge clk) begin
	if (clr) begin
		az_flopped <= 0;
    	end else begin
      		az_flopped<=az;
    	end
end
assign mux3_out = mux3_select ? az_flopped: az;
always @(posedge clk) begin
	if (clr) begin
		ax_flopped <= 0;
    	end else begin
      		ax_flopped<=ax;
    	end
end
assign mux4_out = mux4_select ? ax_flopped: ax;
always @(posedge clk) begin
	if (clr) begin
		mux2_out_flopped <= 0;
    	end else begin
      		mux2_out_flopped<=mux2_out;
    	end
end
assign mux5_out = mux5_select ? by: mux2_out_flopped;
always @(posedge clk) begin
	if (clr) begin
		mux5_out_flopped <= 0;
    	end else begin
      		mux5_out_flopped<=mux5_out;
    	end
end
assign mux6_out = mux6_select ? mux5_out_flopped: mux5_out;
always @(posedge clk) begin
	if (clr) begin
		bz_flopped <= 0;
    	end else begin
      		bz_flopped<=bz;
    	end
end
assign mux7_out = mux7_select ? bz_flopped: bz;
always @(posedge clk) begin
	if (clr) begin
		bx_flopped <= 0;
    	end else begin
      		bx_flopped<=bx;
    	end
end
assign mux8_out = mux8_select ? bx_flopped: bx;
always @(posedge clk) begin
	if (clr) begin
		mux6_out_flopped <= 0;
    	end else begin
      		mux6_out_flopped<=mux6_out;
    	end
end
reg mult2_en_flopped_1;
reg mux9_select_flopped_1;
reg loadconst_flopped_1;
reg accumulate_flopped_1;
reg negate_flopped_1;
reg sub_flopped_1;
reg [4*8-1:0] constant_flopped_1;
always @(posedge clk) begin
	if (clr) begin
		loadconst_flopped_1 <= 0;
		accumulate_flopped_1 <= 0;
		negate_flopped_1 <= 0;
		sub_flopped_1 <= 0;
		mult2_en_flopped_1 <= 0;
		mux9_select_flopped_1 <= 0;
		constant_flopped_1 <=0; 
    	end else begin
      		loadconst_flopped_1<=loadconst;
		accumulate_flopped_1 <= accumulate;
		negate_flopped_1 <= negate;
		sub_flopped_1 <= sub;
		mult2_en_flopped_1<= mult2_en;
		mux9_select_flopped_1 <= mux9_select;
		constant_flopped_1 <= constant;
    	end
end
reg mult2_en_flopped_2;
reg mux9_select_flopped_2;
reg loadconst_flopped_2 ;
reg accumulate_flopped_2;
reg negate_flopped_2;
reg sub_flopped_2;
reg [4*8-1:0] constant_flopped_2;
reg [8-1:0] mux2_out_flopped_2;
reg [8-1:0] mux3_out_flopped_2;
reg [8-1:0] mux4_out_flopped_2;
reg [8-1:0] mux6_out_flopped_2;
reg [8-1:0] mux7_out_flopped_2;
reg [8-1:0] mux8_out_flopped_2;
always @(posedge clk) begin
	if (clr) begin
		loadconst_flopped_2 <= 0;
		accumulate_flopped_2 <= 0;
		negate_flopped_2 <= 0;
		sub_flopped_2 <= 0;
		mux2_out_flopped_2<=0;
		mux3_out_flopped_2<=0;
		mux4_out_flopped_2<=0;
		mux6_out_flopped_2<=0;
		mux7_out_flopped_2<=0;
		mux8_out_flopped_2<=0; 
		mult2_en_flopped_2 <=0;
		mux9_select_flopped_2 <=0;
		constant_flopped_2<=0;
    	end else begin
      		loadconst_flopped_2<=loadconst_flopped_1;
		accumulate_flopped_2 <= accumulate_flopped_1;
		negate_flopped_2 <= negate_flopped_1;
		sub_flopped_2 <= sub_flopped_1;
		mult2_en_flopped_2 <=mult2_en_flopped_1;
		mux9_select_flopped_2 <=mux9_select_flopped_1;
		constant_flopped_2 <= constant_flopped_1;
		mux2_out_flopped_2<=mux2_out;
		mux3_out_flopped_2<=mux3_out;
		mux4_out_flopped_2<=mux4_out;
		mux6_out_flopped_2<=mux6_out;
		mux7_out_flopped_2<=mux7_out;
		mux8_out_flopped_2<=mux8_out;
    	end
end
reg mult2_en_flopped_3;
reg mux9_select_flopped_3;
reg loadconst_flopped_3 ;
reg accumulate_flopped_3;
reg negate_flopped_3;
reg sub_flopped_3;
reg [4*8-1:0] constant_flopped_3;
reg [8-1:0] mux2_out_flopped_3;
reg [8-1:0] mux3_out_flopped_3;
reg [8-1:0] mux4_out_flopped_3;
reg [8-1:0] mux6_out_flopped_3;
reg [8-1:0] mux7_out_flopped_3;
reg [8-1:0] mux8_out_flopped_3;
always @(posedge clk) begin
	if (clr) begin
		loadconst_flopped_3 <= 0;
		accumulate_flopped_3 <= 0;
		negate_flopped_3 <= 0;
		sub_flopped_3 <= 0;
		mux2_out_flopped_3<=0;
		mux3_out_flopped_3<=0;
		mux4_out_flopped_3<=0;
		mux6_out_flopped_3<=0;
		mux7_out_flopped_3<=0;
		mux8_out_flopped_3<=0;
		mult2_en_flopped_3 <=0;
		mux9_select_flopped_3 <=0;
		constant_flopped_3 <=0; 
    	end else begin
      		loadconst_flopped_3<=loadconst_flopped_2;
		accumulate_flopped_3 <= accumulate_flopped_2;
		negate_flopped_3 <= negate_flopped_2;
		sub_flopped_3 <= sub_flopped_2;
		constant_flopped_3 <= constant_flopped_2;
		mult2_en_flopped_3 <=mult2_en_flopped_2;
		mux9_select_flopped_3 <= mux9_select_flopped_2;
		mux2_out_flopped_3<=mux2_out_flopped_2;
		mux3_out_flopped_3<=mux3_out_flopped_2;
		mux4_out_flopped_3<=mux4_out_flopped_2;
		mux6_out_flopped_3<=mux6_out_flopped_2;
		mux7_out_flopped_3<=mux7_out_flopped_2;
		mux8_out_flopped_3<=mux8_out_flopped_2;	
    	end
end
wire [8-1:0]mult_ip_a_1;
wire [8-1:0]mult_ip_b_1;
wire [2*8-1:0]mult_out_1;
pre_adder M1(1'b0 , 1'b0, mux2_out_flopped_3, mux3_out_flopped_3 , mult_ip_a_1);
assign mult_ip_b_1 = mux4_out_flopped_3;
multiplier M2(mult_ip_a_1,mult_ip_b_1,mult_out_1);
wire [8-1:0]mult_ip_a_2;
wire [8-1:0]mult_ip_b_2;
wire [2*8-1:0]mult_out_2;
pre_adder M3( 1'b0 ,1'b0, mux6_out_flopped_3, mux7_out_flopped_3 , mult_ip_a_2);
assign mult_ip_b_2 = mux8_out_flopped_3;
multiplier_1 M4(mult2_en_flopped_3, mult_ip_a_2,mult_ip_b_2,mult_out_2);
wire [2*8-1:0]adder_sub_out;
adder_subtractor M5( sub_flopped_3, mult_out_1, mult_out_2, adder_sub_out);
wire [2*8-1:0]inverse_out;
inverse M6( negate_flopped_3, adder_sub_out, inverse_out);
reg [2*8-1:0]double_acc_flopped;
wire[4*8-1:0] mux10_out;
assign mux10_out = accumulate_flopped_3 ? double_acc_flopped: ( loadconst_flopped_3 ? constant_flopped_3 : 32'd0 );
wire [4*8-1:0]add_acc_out;
chainout_add_acc M7(accumulate_flopped_3, negate_flopped_3, mux10_out, chainin, inverse_out, add_acc_out);
wire[4*8-1:0] mux9_out;
assign mux9_out = mux9_select_flopped_3 ? add_acc_out: {mult_out_2,mult_out_1};
reg [4*8-1:0] output_register_bank;
always @(posedge clk) begin
	if (clr) begin
		output_register_bank <= 0;
		double_acc_flopped <= 0;
    	end else begin
      		output_register_bank<=mux9_out;
		double_acc_flopped <= mux9_out[15:0];
    	end
end
assign resulta = output_register_bank [15:0];
assign resultb = output_register_bank [31:16];
assign chainout=output_register_bank [15:0];
endmodule
$ cat ./run.sh
#!/bin/bash
# OpenROAD 26Q1-2900-gdf79404cd8, Yosys 0.63+post, stock flow scripts
make -C /OpenROAD-flow-scripts/flow DESIGN_CONFIG=/design/flow/config.mk WORK_HOME=/design/flow/orfs finish
==> Changelog: implementation <==
## Implementation

- Clock Tree Root: clkbuf_16
- Init Core Util: 0.3074
- Final worst slack: 11.10 ns
- H-tree Lvls: 4
- Die Width: 129.6 um
- Vias: 3285
- Flip-flops with a built-in enable: 0
- Resize count post-CTS: 0
- Tally of filler cells in the layout: 1542
- P_int: 0.0006232 W
- Flop pwr share: 0.442
- RSZ-0062 raised after global routing: false
- Adder-cell share of the synthesized area: 0.005124
- PwrDens: 119.6 nW/um^2
- FF-to-FF setup slack: 13.76 ns
- DR vias/cell: 4.212
- Post-route insts no fill: 780
- Chip area: 16790 um^2
- Post-Syn Instances: 471
- Combinational power share: 0.048
- Final core occ: 0.4117
- Insertion Delay late pin: 0.41 ns
- Fin area: 6540 um^2
- Clk network pwr share: 0.509
- CTS tree: yes
- Critical path peak fanout: 6
- Std cell rows: 46
- Post-layout period usage: 0.3270
- Post-synth cell types: 52
- Max Clk Rate: 185.3 MHz
- Clk_skew: 0.007944 ns
- Setup Slack @ Placement: 10.68 ns
- Register area share after synthesis: 0.5616
- Core Area: 15890 um^2
- Syn-to-layout area delta: 33.92%
- Switching part of the total: 0.2033
- Post CTS Setup Buffer Count: 0
- Maximum vdd ir drop: 0.06985 mV
- Post-DP HPWL: 6360 um
- Share of flip-flops with an asynchronous set or reset: 0
- Final hold viol count: 0
- First-pass DRT Iterations: 4
- Setup TNS: 0 ns
- Clk buf depth: 2
- Num CTS Buffers: 17
- Vias in the first global route: 2873
- Critical path endpoint category: register
- Layout cells sized above 1: 0.07624
- Worst min path class: register to register
- Post-synth regs: 137
- Largest logic family: simple AND/OR/NAND/NOR gates
- Count of input and output buffers: 100
- Wire per inst: 11.88 um
- Final ANT Viol Nets: 0
- Critical Path AT: 5.66 ns
- Ant. Diodes: 0
- Global route overflow: 0
- Yosys xor share: 0.03766
- Leakage: 2.408 nW
- Post-synthesis chip area from yosys: 4883 um^2
- Post-Place Cells: 748
- Complex Gates by Area: 0.08276
- Status: finished, final reports clean
- Mean Syn Cell Area: 10.37 um^2
- IO Pins: 177
- Predominant post-synthesis flop cell: dfxtp_1
- OpenROAD warning count: 93
- Max-slew violation count: 0
- Initial antenna violation count: 0
- Basic Gates by Area: 0.2475
- Min Tclk post-route: 5.396 ns
- Mux area share: 0
- Worst rel slew slack: 0.4567
- Worst setup path category: input pin to register
- Crit path required time: 16.76 ns
- Yosys stat cell total: 471
- Routed wire length: 9268 um
- DRC viols: 0
- First-pass GRT wire length: 14520 um
- Number of hold buffers added after CTS: 0
- Gpl congestion: 0.8223
- Least-Margin Pin Slew: 0.8114 ns
- Startpoint Class: input pin
- Clock Sinks: 137
- 1st-iter DRT viols: 183
- Setup-failing EPs final: 0
- Die Y: 129.6 um
- YS warnings: 57
- Psw: 0.0001591 W
- Max-Cap Viols: 0
- Largest net degree at the start of global routing: 82
- Mapped cell area: 4883 um^2
- Worst-path clk slew: 0.06 ns
- Global-route usage over all layers: 0.1142
- Post-Place Cell Area: 5906 um^2
## final timing paths
path                                          to                         startpoint  depth (start not counted)
max            double_acc_flopped[14]$_SDFF_PP0_                         chainin[0]                          7
max reg2reg    double_acc_flopped[14]$_SDFF_PP0_     loadconst_flopped_3$_SDFF_PP0_                          7
min          output_register_bank[26]$_SDFF_PP0_  constant_flopped_3[26]$_SDFF_PP0_                          1
min reg2reg  output_register_bank[26]$_SDFF_PP0_  constant_flopped_3[26]$_SDFF_PP0_                          1
## cell usage after synthesis, types with 2 or more instances
library cell,n,area [um^2]
inv_1,4,15.01
o21ai_0,6,30.03
nor4_1,4,25.02
buf_6,2,22.52
ha_1,2,25.02
nand2b_1,2,12.51
a211o_1,3,26.28
a311oi_1,2,17.52
nand4b_1,3,26.28
nand3b_1,5,37.54
buf_4,25,187.7
or3_1,2,12.51
nand4_1,7,43.79
nor2_1,9,33.78
a22oi_2,3,37.54
a21oi_1,15,75.07
or4_1,3,22.52
a221oi_1,5,43.79
nand2_1,22,82.58
and2_1,15,93.84
nand3_1,13,65.06
nor2b_1,106,663.1
clkbuf_1,18,67.56
a211oi_1,9,67.56
xnor2_1,8,70.07
buf_1,2,7.510
dfxtp_1,137,2743
o31ai_1,2,15.01
xor2_1,13,113.9
nor3_1,2,10.01
## area by class of cell
cell class	instances	area (um^2)	area share
flip-flops and latches	137	2743	0.4194
clock buffers	19	442.9	0.06773
repair buffers	103	1021	0.1561
inverters	4	15.01	0.002296
well taps	216	270.3	0.04132
multi-input cells	288	1857	0.2839
clock inverters	13	191.4	0.02927
## per-layer routing
metal / wire length [um] / part of all wire / GRT usage / vias to the layer above
met3: 582 / 0.063 / 0.02902 / 13
met1: 4448 / 0.48 / 0.1720 / 1460
met2: 4021 / 0.43 / 0.1680 / 113
li1: - / - / - / 1699
met5: 0 / 0 / 0 / -
met4: 216 / 0.023 / 0.02804 / 0
## through the flow
stage               hold slack [ns]  total power [W]
finish                       0.4243        0.0007823
global route                 0.4362        0.0008127
CTS                          0.4281        0.0007939
detailed placement           0.4097        0.0003916
global placement             0.4086        0.0003911
floorplan                    0.4057        0.0003720
## sequential cells by signal, indices dropped and copies added (netlist names)
name / cells
accumulate_flopped_3: 1
accumulate_flopped_2: 1
output_register_bank: 17
constant_flopped_1: 32
loadconst_flopped_2: 1
constant_flopped_3: 32
constant_flopped_2: 32
double_acc_flopped: 15
loadconst_flopped_3: 1
negate_flopped_3: 1
negate_flopped_1: 1
loadconst_flopped_1: 1
negate_flopped_2: 1
accumulate_flopped_1: 1
## worst max-delay path, stage by stage
cell	delay, ns
clkdlybuf4s50_1	0.64
ha_1	0.35
inv_1	0.12
nor4_1	0.45
nor2_1	0.09
a2111oi_0	0.60
a311oi_1	0.10
## logic make-up (layout without fill, tap and decap cells)
family                     count (synthesis)  after routing
and+or+nand+nor                          201            201
xor gates and xnor gates                  21             21
DFF                                      137            137
AOI/OAI and AO/OA                         56             56
adders and majority gates                  2              2
other                                      1              8
buffers and inverters                     53            139
## layout by cell type (no fill, tap or decap), types with 3 or more instances in the layout
| cell | count |
|---|---|
| dfxtp_1 | 137 |
| nor2b_1 | 106 |
| clkdlybuf4s50_1 | 99 |
| nand2_1 | 22 |
| clkbuf_16 | 17 |
| a21oi_1 | 15 |
| and2_1 | 15 |
| nand3_1 | 13 |
| xor2_1 | 13 |
| nor2_1 | 9 |
| a211oi_1 | 9 |
| xnor2_1 | 8 |
| conb_1 | 8 |
| nand4_1 | 7 |
| o21ai_0 | 6 |
| nand3b_1 | 5 |
| a221oi_1 | 5 |
| inv_1 | 4 |
| nor4_1 | 4 |
| bufinv_16 | 4 |
| buf_4 | 4 |
| nand4b_1 | 3 |
| a22oi_2 | 3 |
| or4_1 | 3 |
| a211o_1 | 3 |
| clkinvlp_4 | 3 |
| inv_6 | 3 |
## power groups by stage
stage / Combinational (W) / Clock [W] / Sequential, W
CTS: 0.0000385 / 0.000409 / 0.000346
global route: 0.0000418 / 0.000424 / 0.000347
finish: 0.0000378 / 0.000399 / 0.000346
No activity file was given, so power comes from the tool's default toggle rates.
