**flow/design.v**
```verilog
module Multiplier_combined(
	input [36:0] IN1,
	input [36:0] IN2,
	output [73:0] OUT1,
	input [1:0]mode
);
reg [8:0] mult1_a;
reg [8:0] mult1_b;
reg [9:0] mult2_a;
reg [8:0] mult2_b;
reg [8:0] mult3_a;
reg [8:0] mult3_b;
reg [9:0] mult4_a;
reg [8:0] mult4_b;
reg [8:0] mult5_a;
reg [8:0] mult5_b;
reg [9:0] mult6_a;
reg [8:0] mult6_b;
reg [8:0] mult7_a;
reg [8:0] mult7_b;
reg [9:0] mult8_a;
reg [8:0] mult8_b;
reg [8:0] mult9_a;
reg [8:0] mult9_b;
wire [17:0] mult1_c;
wire [18:0] mult2_c;
wire [17:0] mult3_c;
wire [18:0] mult4_c;
wire [17:0] mult5_c;
wire [18:0] mult6_c;
wire [17:0] mult7_c;
wire [18:0] mult8_c;
wire [17:0] mult9_c;
wire [36:0]temp1;
wire [36:0] temp2;
always @ (*) begin
if (mode == 2'b00) begin
mult1_a = IN1[8:0];
mult1_b = IN1 [27:19];  
mult2_a= IN1 [18:9];
mult2_b = IN1[27:19];  
mult3_a = IN1 [36:28];
mult3_b = IN1[8:0];  
mult4_a= IN1[18:9];
mult4_b= IN1[36:28];  
mult5_a = IN2[8:0];
mult5_b = IN2 [27:19];  
mult6_a= IN2 [18:9];
mult6_b = IN2[27:19];  
mult7_a = IN2 [36:28];
mult7_b = IN2[8:0];  
mult8_a= IN2[18:9];
mult8_b= IN2[36:28];  
end
else if (mode == 2'b01) begin
mult1_a = IN1[8:0];
mult1_b = IN2 [8:0];
mult2_a = IN1[8:0];
mult2_b = IN2 [17:9];
mult3_a = IN1[8:0];
mult3_b = IN2 [26:18];
mult4_a = IN1[17:9];
mult4_b = IN2 [8:0];
mult5_a = IN1[17:9];
mult5_b = IN2 [17:9];
mult6_a = IN1[17:9];
mult6_b = IN2 [26:18];
mult7_a = IN1[26:18];
mult7_b = IN2 [8:0];
mult8_a = IN1[26:18];
mult8_b = IN2 [17:9];
mult9_a = IN1[26:18];
mult9_b = IN2 [26:18];
end
else begin
mult1_a = IN1[8:0];
mult1_b = IN1 [17 :9];
mult2_a = 10'b0;
mult2_b = 9'b0;
mult3_a = IN1[ 26 : 18];
mult3_b = IN1 [ 35 : 27];
mult4_a = 10'b0;
mult4_b = 9'b0;
mult5_a = IN2[8:0];
mult5_b = IN2 [17:9];
mult6_a = 10'b0;
mult6_b = 9'b0;
mult7_a = IN2[26:18];
mult7_b = IN2 [35:27];
mult8_a = 10'b0;
mult8_b = 9'b0;
mult9_a = 9'b0;
mult9_b = 9'b0;
end
end
multiplier_basic_1 M1( mult1_a, mult1_b, mult1_c);
multiplier_basic_2 M2( mult2_a, mult2_b, mult2_c);
multiplier_basic_1 M3( mult3_a, mult3_b, mult3_c);
multiplier_basic_2 M4( mult4_a, mult4_b, mult4_c);
multiplier_basic_1 M5( mult5_a, mult5_b, mult5_c);
multiplier_basic_2 M6( mult6_a, mult6_b, mult6_c);
multiplier_basic_1 M7( mult7_a, mult7_b, mult7_c);
multiplier_basic_2 M8( mult8_a, mult8_b, mult8_c);
multiplier_basic_1 M9( mult9_a, mult9_b, mult9_c);
assign temp1 = mult1_c + (mult2_c << 9) + (mult3_c << 9) + (mult4_c << 18);
assign temp2 = mult5_c + (mult6_c << 9) + (mult7_c << 9) + (mult8_c << 18);
assign OUT1 = mode[1] ? (mult1_c + (mult3_c << 18) + (mult5_c << 36) + (mult7_c << 54) ) : ( mode[0] ? (mult1_c + (mult2_c << 9) + (mult3_c << 18) + (mult4_c << 9) + (mult5_c << 18) + (mult6_c << 27) + (mult7_c << 18) + (mult8_c << 27) + (mult9_c << 36)) : {temp2, temp1} );
endmodule
module multiplier_basic_1 (
	input [8:0] a,
	input [8:0] b,
	output [17:0] c
);
assign c = a*b;
endmodule
module multiplier_basic_2 (
	input [9:0] a,
	input [8:0] b,
	output [18:0] c
);
assign c = a*b;
endmodule
```
**flow/run.sh**
```bash
#!/bin/bash
# OpenROAD 26Q1-2900-gdf79404cd8, Yosys 0.63+post, stock flow scripts
make -C /OpenROAD-flow-scripts/flow DESIGN_CONFIG=/design/flow/config.mk WORK_HOME=/design/flow/orfs finish
```
**flow/config.mk**
```make
export PLATFORM = sky130hd
export DESIGN_NAME = Multiplier_combined
export DESIGN_NICKNAME = Multiplier_combined
export VERILOG_FILES = /design/flow/design.v
export SDC_FILE = /design/flow/constraint.sdc
export NUM_CORES = 4
export LEC_CHECK = 1
export CORE_UTILIZATION = 40
```
**flow/constraint.sdc**
```tcl
current_design Multiplier_combined

set clk_period 33.9
set clk_io_pct 0.2

create_clock -name clk0 -period $clk_period

set non_clock_inputs [all_inputs -no_clocks]
set_input_delay [expr $clk_period * $clk_io_pct] -clock clk0 $non_clock_inputs
set_output_delay [expr $clk_period * $clk_io_pct] -clock clk0 [all_outputs]
```
==> GITHUB_STEP_SUMMARY <==
## PnR job results

| Metric | Value |
|---|---|
| Outcome | `finished clean` |
| Syn Std Cell Area | `34,400 sq um` |
| Top cells by count, synth | `885 x inv_1, 717 x nand2_1, 592 x fa_1, 514 x ha_1, 305 x nor2_1` |
| Residual DRC | `0` |
| Average cell area after synthesis | `7.90 sq um` |
| Relative slew slack | `30.0%` |
| CP peak stage delay | `750 ps` |
| Met2 WL | `46,600 microns` |
| CP Class | `input pin to output pin` |
| Unique cell types | `81` |
| Final core occ | `44.0%` |
| Largest net degree at the start of global routing | `80` |
| DRT antenna net count | `0` |
| Layout cells sized above 1 | `2.50%` |
| Critical path buffers and inverters | `11` |
| Metal-1 WL | `50,100 microns` |
| CP Data Arrival Time | `19,410 ps` |
| Critical Path Sink Type | `output pin` |
| Synth area leader | `fa_1` |
| Die W | `295 microns` |
| Worst Path Required | `27,120 ps` |
| Max frequency | `38.2 MHz` |
| Cts hold-fix bufs | `0` |
| Count leader, synth | `inv_1` |
| Crit path max fanout | `55` |
| PortBufs | `150` |
| Fp util | `40.4%` |
| Total I/O pin count | `150` |
| DP Wirelength | `103,000 microns` |
| Fillcell total | `8,568` |
| Type of the worst min-delay path | `input pin to output pin` |
| Top sig layer | `met5` |
| Max-cap violations | `0` |
| Slowest stage cell, crit path | `clkinv_2` |
| Gates resized, CTS repair | `0` |
| Flip-flops with a built-in enable | `0` |
| Final period utilization | `77.3%` |
| Finished Cell Area | `37,500 sq um` |
| Global-route wire length before repair | `183,000 microns` |
| Metal3 WL | `16,500 microns` |
| # setup viols final | `0` |
| Dominant flop cell | `dlxtn_1` |
| Tmin final | `26,190 ps` |
| Post-synth regs | `18` |
| Core Region | `85,300 sq um` |
| Drt initial violations | `2,181` |
| Syn Inst Count | `4,361` |
| RePlAce Congestion | `1.06` |
| Fin. max-slew vios | `0` |
| Top cells by area | `fa_1 34%, ha_1 19%, inv_1 9.6%` |
| Post-DR vias/cell | `5.21` |
| N_diodes | `0` |
| Vias post-DR | `29,300` |
| Final hold vios | `0` |
| Yosys Chip Area | `34,400 sq um` |
| Endpoints left unconstrained | `18` |
| Post-Route WL | `117,000 microns` |
| Global Route Usage Sum | `29.3%` |
| Asr flop ratio synth | `0%` |
| Log Warnings | `32` |
| WL/cell | `20.9 microns` |
| Worst slew pin tran | `1050 ps` |
| Remaining global-route overflow | `0` |
| Vert. Die Dim | `295 microns` |
| Register pins left without a clock | `18` |
| RSZ-0062 raised after global routing | `no` |
| Die ar. | `87,300 sq um` |
| Setup Fix Bufs, Post-CTS | `0` |
| Area leader share | `34.4%` |
| Worst hold slack | `14,630 ps` |
| Crit path max-delay family | `adder cells` |
| P&R area growth vs syn | `8.89%` |
| Cell Rows | `107` |
| Total number of yosys warnings | `1` |
| Setup Total Neg Slack | `0 ps` |
| Initial antenna violation count | `3` |
| Vias in the first global route | `30,100` |
| Worst setup SP type | `input pin` |
| Cell total in the yosys stat output | `4,361` |
| Drt pass-1 iters | `6` |
| Most used cell, CP | `fa_1` |
| Placed Instance Area | `37,500 sq um` |
through the flow:
step                      setup WS (ps)  std cells
after CTS                          7930       5619
after detailed placement           7990       5619
after global routing               7130       5619
after floorplan                   11090       4361
final                              7710       5619
after global placement             8040       5619
layout make-up:
| cell class | instances | area (sq um) | area share (%) |
|---|---|---|---|
| Tap cell | 1144 | 1430 | 3.82 |
| Multi-Input combinational cell | 3349 | 30400 | 81.2 |
| Sequential cell | 18 | 270 | 0.721 |
| Timing Repair Buffer | 220 | 2030 | 5.40 |
| Inverter | 888 | 3330 | 8.89 |
placed cells by master (no fill, tap or decap), types with 40 or more instances in the layout:
| cell | instances |
|---|---|
| a21o_1 | 73 |
| a21oi_1 | 197 |
| and2_1 | 137 |
| buf_4 | 71 |
| clkdlybuf4s50_1 | 148 |
| fa_1 | 592 |
| ha_1 | 514 |
| inv_1 | 884 |
| nand2_1 | 717 |
| nor2_1 | 304 |
| nor2b_1 | 43 |
| nor3_1 | 40 |
| o21ai_0 | 71 |
| xnor2_1 | 109 |
| xor2_1 | 80 |
sequential cells by signal, indices dropped and copies added, names as in the netlist:
register	flops
mult9_a	9
mult9_b	9
cells by family after synthesis:
family                     after synthesis  share of synthesized area (%)
and+or+nand+nor                       1394                           17.8
adders and majority gates             1106                           53.1
buffers and inverters                  994                           10.8
AOI/OAI and AO/OA                      615                           11.4
xor gates and xnor gates               189                           4.81
muxes                                   45                           1.34
latches                                 18                          0.785
final timing paths:
check | start | endpoint | slack (ps) | depth (start not counted)
max | mode[1] | OUT1[53] | 7710 | 43
min | mode[0] | OUT1[29] | 14630 | 4
per-layer routing:
metal / up-vias / track usage, %
li1: 13900 / -
met1: 13900 / 42.4
met2: 1208 / 39.4
met3: 206 / 14.8
met4: 14 / 7.19
met5: - / 4.38
