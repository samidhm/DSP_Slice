===== design/flow/design.v =====
`timescale 1ns / 1ps
module FPAddSub_a_32(
		A,
		B,
		operation,
		Opout,
		Sa,
		Sb,
		MaxAB,
		CExp,
		Shift,
		Mmax,
		InputExc,
		Mmin_3
	);
	input [31:0] A ;										 
	input [31:0] B ;										 
	input operation ;
	output Opout;
	output Sa;
	output Sb;
	output MaxAB;
	output [7:0] CExp;
	output [4:0] Shift;
	output [22:0] Mmax;
	output [4:0] InputExc;
	output [23:0] Mmin_3;	
	wire [9:0] ShiftDet ;							
	wire [30:0] Aout ;
	wire [30:0] Bout ;
	wire ANaN ;												 
	wire BNaN ;												 
	wire AInf ;												 
	wire BInf ;												 
	wire [7:0] DAB ;										 
	wire [7:0] DBA ;										 
	assign ANaN = &(A[30:23]) & |(A[22:0]) ;		 
	assign BNaN = &(B[30:23]) & |(B[22:0]);		 
	assign AInf = &(A[30:23]) & ~|(A[22:0]) ;	 
	assign BInf = &(B[30:23]) & ~|(B[22:0]) ;	 
	assign InputExc = {(ANaN | BNaN | AInf | BInf), ANaN, BNaN, AInf, BInf} ;
	assign DAB = (A[30:23] + ~(B[30:23]) + 1) ;
	assign DBA = (B[30:23] + ~(A[30:23]) + 1) ;
	assign Sa = A[31] ;									 
	assign Sb = B[31] ;									 
	assign ShiftDet = {DBA[4:0], DAB[4:0]} ;		 
	assign Opout = operation ;
	assign Aout = A[30:0] ;
	assign Bout = B[30:0] ;
	wire [22:0] Mmin_1 ;							 
	assign MaxAB = (Aout[30:0] < Bout[30:0]) ;	
	assign Shift = MaxAB ? ShiftDet[9:5] : ShiftDet[4:0] ;
	assign Mmin_1 = MaxAB ? Aout[22:0] : Bout[22:0] ; 
	assign Mmax = MaxAB ? Bout[22:0]: Aout[22:0] ;	
	assign CExp = (MaxAB ? Bout[30:23] : Aout[30:23]) ;	
	wire [2:0] Shift_1 ;						 
	assign Shift_1 = Shift [4:2];
	wire [23:0] Mmin_2 ;						 
	reg	  [23:0]		Lvl1;
	reg	  [23:0]		Lvl2;
	wire    [47:0]    Stage1;	
	integer           i;                 
	always @(*) begin						
		Lvl1 <= Shift_1[2] ? {17'b00000000000000001, Mmin_1[22:16]} : {1'b1, Mmin_1}; 
	end
	assign Stage1 = {Lvl1, Lvl1};
	always @(*) begin    					 
	  case (Shift_1[1:0])
			2'b00:  Lvl2 <= Stage1[23:0];       			
			2'b01:  begin for (i=0; i<=23; i=i+1) begin Lvl2[i] <= Stage1[i+4]; end Lvl2[23:19] <= 0; end
			2'b10:  begin for (i=0; i<=23; i=i+1) begin Lvl2[i] <= Stage1[i+8]; end Lvl2[23:15] <= 0; end
			2'b11:  begin for (i=0; i<=23; i=i+1) begin Lvl2[i] <= Stage1[i+12]; end Lvl2[23:11] <= 0; end
	  endcase
	end
	assign Mmin_2 = Lvl2;
	wire [1:0] Shift_2 ;						 
	assign Shift_2 =Shift  [1:0] ;
	reg	  [23:0]		Lvl3;
	wire    [47:0]    Stage2;	
	integer           j;                
	assign Stage2 = {Mmin_2, Mmin_2};
	always @(*) begin     
	  case (Shift_2[1:0])
			2'b00:  Lvl3 <= Stage2[23:0];   
			2'b01:  begin for (j=0; j<=23; j=j+1)  begin Lvl3[j] <= Stage2[j+1]; end Lvl3[23] <= 0; end 
			2'b10:  begin for (j=0; j<=23; j=j+1)  begin Lvl3[j] <= Stage2[j+2]; end Lvl3[23:22] <= 0; end 
			2'b11:  begin for (j=0; j<=23; j=j+1)  begin Lvl3[j] <= Stage2[j+3]; end Lvl3[23:21] <= 0; end 	  
	  endcase
	end
	assign Mmin_3 = Lvl3;	
endmodule
`timescale 1ns / 1ps
module FpAddSub_b_32(
		Mmax,
		Mmin,
		Sa,
		Sb,
		MaxAB,
		OpMode,
		SumS_5,
		Shift,
		PSgn,
		Opr
);
	input [22:0] Mmax ;					 
	input [23:0] Mmin ;					 
	input Sa ;								 
	input Sb ;								 
	input MaxAB ;							 
	input OpMode ;							 
	wire [32:0] Sum ;	
	output [32:0] SumS_5 ;					 
	output [4:0] Shift ;					 
	output PSgn ;							 
	output Opr ;							 
	assign Opr = (OpMode^Sa^Sb); 		 
	assign Sum = (OpMode^Sa^Sb) ? ({1'b1, Mmax, 8'b00000000} - {Mmin, 8'b00000000}) : ({1'b1, Mmax, 8'b00000000} + {Mmin, 8'b00000000}) ;
	assign PSgn = (MaxAB ? Sb : Sa) ;
	assign Shift =  ( 
		Sum[32] ? 5'b00000 :	 
		Sum[31] ? 5'b00001 : 
		Sum[30] ? 5'b00010 : 
		Sum[29] ? 5'b00011 : 
		Sum[28] ? 5'b00100 : 
		Sum[27] ? 5'b00101 : 
		Sum[26] ? 5'b00110 : 
		Sum[25] ? 5'b00111 :
		Sum[24] ? 5'b01000 :
		Sum[23] ? 5'b01001 :
		Sum[22] ? 5'b01010 :
		Sum[21] ? 5'b01011 :
		Sum[20] ? 5'b01100 :
		Sum[19] ? 5'b01101 :
		Sum[18] ? 5'b01110 :
		Sum[17] ? 5'b01111 :
		Sum[16] ? 5'b10000 :
		Sum[15] ? 5'b10001 :
		Sum[14] ? 5'b10010 :
		Sum[13] ? 5'b10011 :
		Sum[12] ? 5'b10100 :
		Sum[11] ? 5'b10101 :
		Sum[10] ? 5'b10110 :
		Sum[9] ? 5'b10111 :
		Sum[8] ? 5'b11000 :
		Sum[7] ? 5'b11001 : 5'b11010
	);
	reg	  [32:0]		Lvl1;
	always @(*) begin
		Lvl1 <= Shift[4] ? {Sum[16:0], 16'b0000000000000000} : Sum; 
	end
	assign SumS_5 = Lvl1;	
endmodule
`timescale 1ns / 1ps
module FPAddSub_c_32(
		SumS_5,
		Shift,
		CExp,
		NormM,
		NormE,
		ZeroSum,
		NegE,
		R,
		S,
		FG
	);
	input [32:0] SumS_5 ;						 
	input [4:0] Shift ;						 
	input [7:0] CExp ;
	output [22:0] NormM ;				 
	output [8:0] NormE ;					 
	output ZeroSum ;						 
	output NegE ;							 
	output R ;								 
	output S ;								 
	output FG ;
	wire [3:0]Shift_1;
	assign Shift_1 = Shift [3:0];
	wire [32:0] SumS_7 ;						 
	reg	  [32:0]		Lvl2;
	wire    [65:0]    Stage1;	
	reg	  [32:0]		Lvl3;
	wire    [65:0]    Stage2;	
	integer           i;               	 
	assign Stage1 = {SumS_5, SumS_5};
	always @(*) begin    					 
	  case (Shift[3:2])
			2'b00: Lvl2 <= Stage1[32:0];       		
			2'b01: begin for (i=65; i>=33; i=i-1) begin Lvl2[i-33] <= Stage1[i-4]; end Lvl2[3:0] <= 0; end
			2'b10: begin for (i=65; i>=33; i=i-1) begin Lvl2[i-33] <= Stage1[i-8]; end Lvl2[7:0] <= 0; end
			2'b11: begin for (i=65; i>=33; i=i-1) begin Lvl2[i-33] <= Stage1[i-12]; end Lvl2[11:0] <= 0; end
	  endcase
	end
	assign Stage2 = {Lvl2, Lvl2};
	always @(*) begin   				 		 
	  case (Shift_1[1:0])
			2'b00:  Lvl3 <= Stage2[32:0];
			2'b01: begin for (i=65; i>=33; i=i-1) begin Lvl3[i-33] <= Stage2[i-1]; end Lvl3[0] <= 0; end 
			2'b10: begin for (i=65; i>=33; i=i-1) begin Lvl3[i-33] <= Stage2[i-2]; end Lvl3[1:0] <= 0; end
			2'b11: begin for (i=65; i>=33; i=i-1) begin Lvl3[i-33] <= Stage2[i-3]; end Lvl3[2:0] <= 0; end
	  endcase
	end
	assign SumS_7 = Lvl3;						 
	wire MSBShift ;						 
	wire [8:0] ExpOF ;					 
	wire [8:0] ExpOK ;					 
	assign MSBShift = SumS_7[32] ;		 
	assign ZeroSum = ~|SumS_7 ;			 
	assign ExpOK = CExp - Shift ;		 
	assign NegE = ExpOK[8] ;			 
	assign ExpOF = CExp - Shift + 1'b1 ;		 
	assign NormE = MSBShift ? ExpOF : ExpOK ;			 
	assign NormM = SumS_7[31:9] ;		 
	assign FG = SumS_7[8] ; 
	assign R = SumS_7[7] ;
	assign S = |SumS_7[6:0] ;		
endmodule
`timescale 1ns / 1ps
module FPAddSub_d_32(
		ZeroSum,
		NormE,
		NormM,
		R,
		S,
		G,
		Sa,
		Sb,
		Ctrl,
		MaxAB,
		NegE,
		InputExc,
		P,
		Flags 
    );
	input ZeroSum ;					 
	input [8:0] NormE ;				 
	input [22:0] NormM ;				 
	input R ;							 
	input S ;							 
	input G ;
	input Sa ;							 
	input Sb ;							 
	input Ctrl ;						 
	input MaxAB ;
	input NegE ;						 
	input [4:0] InputExc ;					 
	output [31:0] P ;					 
	output [4:0] Flags ;				 
	wire [31:0] Z ;					 
	wire EOF ;
	wire [23:0] RoundUpM ;			 
	wire [22:0] RoundM ;				 
	wire [8:0] RoundE ;				 
	wire RoundUp ;						 
	wire ExpAdd ;						 
	wire RoundOF ;						 
	wire FSgn;
	assign RoundUp = (G & ((R | S) | NormM[0])) ;
	assign RoundUpM = (NormM + 1) ;								 
	assign RoundM = (RoundUp ? RoundUpM[22:0] : NormM) ; 	 
	assign RoundOF = RoundUp & RoundUpM[23] ; 				 
	assign ExpAdd = (RoundOF ? 1'b1 : 1'b0) ; 				 
	assign RoundE = ZeroSum ? 8'b00000000 : (NormE + ExpAdd) ; 							 
	assign FSgn = (ZeroSum & (Sa ^ Sb)) | (ZeroSum ? (Sa & Sb & ~Ctrl) : ((~MaxAB & Sa) | ((Ctrl ^ Sb) & (MaxAB | Sa)))) ;
	assign Z = {FSgn, RoundE[7:0], RoundM[22:0]} ;
	assign EOF = RoundE[8];
	wire Overflow ;					 
	wire Underflow ;					 
	wire DivideByZero ;				 
	wire Invalid ;						 
	wire Inexact ;						 
	assign Overflow = EOF | InputExc[1] | InputExc[0] ;
	assign Underflow = NegE & (R | S);
	assign DivideByZero = &(Z[30:23]) & ~|(Z[30:23]) & ~InputExc[1] & ~InputExc[0];
	assign Invalid = |(InputExc[4:2]) ;
	assign Inexact = (R | S) | Overflow | Underflow;
	assign P = Z ;
	assign Flags = {Overflow, Underflow, DivideByZero, Invalid, Inexact} ; 	
endmodule
`timescale 1ns / 1ps
module FPAddSub_single_32(
		clk,
		rst,
		a,
		b,
		operation,
		result,
		flags
	);
	input clk ;										 
	input rst ;										 
	input [31:0] a ;								 
	input [31:0] b ;								 
	input operation ;								 
	output [31:0] result ;						 
	output [4:0] flags ;							 
	wire [68:0]pipe_1;
	wire [54:0]pipe_2;
	wire [45:0]pipe_3;
	wire Opout;
	wire Sa;
	wire Sb;
	wire MaxAB;
	wire [7:0] CExp;
	wire [4:0] Shift;
	wire [22:0] Mmax;
	wire [4:0] InputExc;
	wire [23:0] Mmin_3;
	wire [32:0] SumS_5 ;
	wire [4:0] Shift_1;							
	wire PSgn ;							
	wire Opr ;	
	wire [22:0] NormM ;				 
	wire [8:0] NormE ;					 
	wire ZeroSum ;						 
	wire NegE ;							 
	wire R ;								 
	wire S ;								 
	wire FG ;
FPAddSub_a_32 M1(a,b,operation,Opout,Sa,Sb,MaxAB,CExp,Shift,Mmax,InputExc,Mmin_3);
FpAddSub_b_32 M2(pipe_1[51:29],pipe_1[23:0],pipe_1[67],pipe_1[66],pipe_1[65],pipe_1[68],SumS_5,Shift_1,PSgn,Opr);
FPAddSub_c_32 M3(pipe_2[54:22],pipe_2[21:17],pipe_2[16:9],NormM,NormE,ZeroSum,NegE,R,S,FG);
FPAddSub_d_32 M4(pipe_3[13],pipe_3[22:14],pipe_3[45:23],pipe_3[11],pipe_3[10],pipe_3[9],pipe_3[8],pipe_3[7],pipe_3[6],pipe_3[5],pipe_3[12],pipe_3[4:0],result,flags );
assign pipe_1 = {Opout,Sa,Sb,MaxAB,CExp,Shift,Mmax,InputExc,Mmin_3};
assign pipe_2 = {SumS_5,Shift_1,pipe_1[64:57], pipe_1[67], pipe_1[66], pipe_1[68], pipe_1[65], pipe_1[28:24] };
assign pipe_3 = {NormM,NormE,ZeroSum,NegE,R,S,FG, pipe_2[8], pipe_2[7], pipe_2[6], pipe_2[5], pipe_2[4:0] };
endmodule

===== design/flow/run.sh =====
#!/bin/bash
# OpenROAD 26Q1-2900-gdf79404cd8, Yosys 0.63+post, stock flow scripts
make -C /OpenROAD-flow-scripts/flow DESIGN_CONFIG=/design/flow/config.mk WORK_HOME=/design/flow/orfs finish

===== design/flow/config.mk =====
export PLATFORM = sky130hd
export DESIGN_NAME = FPAddSub_single_32
export DESIGN_NICKNAME = FPAddSub_single_32
export VERILOG_FILES = /design/flow/design.v
export SDC_FILE = /design/flow/constraint.sdc
export NUM_CORES = 4
export LEC_CHECK = 1
export CORE_UTILIZATION = 40

===== design/flow/constraint.sdc =====
current_design FPAddSub_single_32

set clk_period 35.1
set clk_io_pct 0.2

create_clock -name clk0 -period $clk_period

set non_clock_inputs [all_inputs -no_clocks]
set_input_delay [expr $clk_period * $clk_io_pct] -clock clk0 $non_clock_inputs
set_output_delay [expr $clk_period * $clk_io_pct] -clock clk0 [all_outputs]

==> flow_summary.ini <==
; generated from flow reports
[grt]
antenna_found_initial = 1
grt_max_degree = 54
grt_first_pass_wirelength_mm = 63.2
grt_pass1_vias = 10600
grt_overflow_total = 0
track_usage_pct = 34.0

[clock_tree]
cts_resized = 0
cts_setup_buffers = 0
holdBufCountCts = 0

[die]
dieWidth_um = 156
dieArea_mm2 = 0.0243
core_mm2 = 0.0229
fp-row-count = 55
fp_util_pct = 41.4
fp.dieH_um = 156
pin_count = 104

[route]
drt_pass1_iterations = 6
vias = 11800
wl_mm = 40.9
wire_per_inst_um = 22.7
final_antenna_net_count = 0
dr.first_iter.drc_count = 1285
drc = 0
viasPerCell = 6.53

[placed_design]
pre_cts_ws_ps = 7410
numPortBuffers = 100
gp_congestion = 1.01
dpl.hpwl_mm = 32.4
place_area_mm2 = 0.0107

[synthesis]
top_area_cell = ha_1
ys_types = 114
top_cell_area_share_pct = 8.97
syn_area_mm2 = 0.00948
yosys_cells = 1454
yosys.cell_count.top_type = nand2_1
yosysChipArea_mm2 = 0.00948
yosysWarnings = 3
avgSynthCellArea_um2 = 6.52
common_cells = nand2_1, nor2_1, a21oi_1, o21ai_0, ha_1
area_leaders = ha_1, mux2i_1, a21oi_1, nand2_1, o21ai_0
postSynthSeqShare_pct = 0
synthCells = 1454

[worst_setup_path]
worstSetupPathType = primary input to output pin
critPathLaunchType = primary input
max_stage_delay_ps = 780
critPathSlowestCell = a311oi_1
arrival_ps = 21210
required_ps = 28080
crit_fanout = 33
endpoint_kind = output pin
cp_common_cell = ha_1

[sta]
rsz0062_at_grt = false
clock.fmax_mhz = 35.4
worst-slew-pin-transition_ps = 927
fin_crit_sh_pct = 80.4
min_period_ps = 28230
hold_viol = 0
timing.hold.ws_ps = 15190
relSlewSlack_pct = 38.0
finalSetupTns_ps = 0
setup_viol = 0
setup_ws_ps = 6870
final-max-slew-violation-count = 0

[cells_and_area]
area_growth_pct = 12.7
final_util_pct = 46.6
fillers = 2390
n_clock_buffer = 0
drive_gt1_share_pct = 6.84
flops = 0
fin_area_mm2 = 0.0107
regArea_um2 = 0

[flow_run]
maxCapViolCount = 0
warning_count = 39

[run_status]
status = finished, final reports clean

[min_path]
hp-class = primary input to output pin

[power]
ir_worst_vdd_v = 0.0000936
power_leakage_uw = 0.00413
power_density_mw_per_mm2 = 110
routing by layer:
metal,part of all wire [%],global-route usage (%)
met1,46,51.9
met4,1.8,5.28
met2,40,47.9
met3,13,8.94
met5,0,0
report_power, final:
part           total [uW]  internal, uW  switching [uW]
combinational        1170           477             698
sequential              0             0               0
clock          0.00000383    0.00000382               0
total                1170           477             698
cells in the final DEF, fill, tap and decap left out, drive strengths merged, types with 11 or more instances in the layout:
cell type / synthesis / layout
nor2: 134 / 134
nor3: 47 / 47
a21oi: 119 / 119
nor4: 29 / 29
buf: 36 / 32
ha: 68 / 68
o21ai: 114 / 114
a21o: 16 / 16
nand2: 143 / 143
clkdlybuf4s50: 0 / 100
inv: 66 / 66
o21a: 18 / 18
a31oi: 25 / 25
and2: 17 / 17
or2: 12 / 12
nand4: 24 / 24
xor2: 35 / 35
mux2: 16 / 16
a22oi: 11 / 11
and3: 13 / 13
o22ai: 21 / 21
nand3: 49 / 49
o211ai: 23 / 23
mux2i: 66 / 66
a211oi: 27 / 27
xnor2: 47 / 47
or3: 14 / 14
nand2b: 15 / 15
logic make-up (layout without fill, tap and decap cells):
logic type	after synthesis	count (layout)	share of synthesized area (%)
AND/OR/NAND/NOR	538	538	28.5
AND-OR/OR-AND	512	512	36.8
other	1	3	0.0396
multiplexers	84	84	9.42
buffers and inverters	163	200	7.57
XOR/XNOR	82	82	7.65
adder cells (fa/ha/maj)	74	74	10.0
final timing paths:
kind                         end       from  cells past startpoint  slack, ps
worst max-delay path  result[30]       b[8]                     46       6870
worst min-delay path  result[31]  operation                      5      15190
final cells by class:
type	instances	area (um2)	share of cell area, %
multi-input cells	1292	8790	82.3
repair buffers	132	1240	11.6
well taps	313	392	3.67
inverters	68	255	2.39
diodes	1	2.50	0.0234
per-stage QoR:
stage                     instances  total power, uW
after global routing           1806             1270
after global placement         1805             1140
final                          1806             1170
after detailed placement       1805             1140
after CTS                      1805             1150
after floorplan                1455              737
worst max-delay path, delay by kind of cell:
family,cells,cell delay (ps)
AND/OR/NAND/NOR,14,4580
AND-OR/OR-AND,20,5740
multiplexers,1,620
XOR/XNOR,1,100
buffers and inverters,5,1690
adder cells (fa/ha/maj),5,1400
Power is estimated from default activity; no workload was simulated.
